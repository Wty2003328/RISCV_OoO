**config.mk**
```make
export PLATFORM = sky130hd
export DESIGN_NAME = linebuffer
export DESIGN_NICKNAME = linebuffer
export VERILOG_FILES = /design/flow/design.v
export SDC_FILE = /design/flow/constraint.sdc
export NUM_CORES = 4
export LEC_CHECK = 1
export CORE_UTILIZATION = 40
```
**constraint.sdc**
```tcl
current_design linebuffer

set clk_period 22.1
set clk_io_pct 0.2

create_clock -name clk0 -period $clk_period [get_ports {clk}]

set non_clock_inputs [all_inputs -no_clocks]
set_input_delay [expr $clk_period * $clk_io_pct] -clock clk0 $non_clock_inputs
set_output_delay [expr $clk_period * $clk_io_pct] -clock clk0 [all_outputs]
```
**design.v**
```verilog
interface mem_itf_w_mask #(
    parameter               CHANNELS = 1,
    parameter               DWIDTH = 32,
    parameter               MWIDTH = DWIDTH / 8
)(
    input   bit             clk,
    input   bit             rst
);
    logic   [31:0]          addr    [CHANNELS];
    logic   [MWIDTH-1:0]    rmask   [CHANNELS];
    logic   [MWIDTH-1:0]    wmask   [CHANNELS];
    logic   [DWIDTH-1:0]    rdata   [CHANNELS];
    logic   [DWIDTH-1:0]    wdata   [CHANNELS];
    logic                   resp    [CHANNELS];
    bit                     error = 1'b0;
    modport dut (
        input               clk,
        input               rst,
        output              addr,
        output              rmask,
        output              wmask,
        input               rdata,
        output              wdata,
        input               resp
    );
    modport mem (
        input               clk,
        input               rst,
        input               addr,
        input               rmask,
        input               wmask,
        output              rdata,
        input               wdata,
        output              resp,
        output              error
    );
    modport mon (
        input               clk,
        input               rst,
        input               addr,
        input               rmask,
        input               wmask,
        input               rdata,
        input               wdata,
        input               resp,
        output              error
    );
endinterface
interface mem_itf_wo_mask #(
    parameter               CHANNELS = 1,
    parameter               DWIDTH = 32
)(
    input   bit             clk,
    input   bit             rst
);
    logic   [31:0]          addr    [CHANNELS];
    logic                   read    [CHANNELS];
    logic                   write   [CHANNELS];
    logic   [DWIDTH-1:0]    rdata   [CHANNELS];
    logic   [DWIDTH-1:0]    wdata   [CHANNELS];
    logic                   resp    [CHANNELS];
    bit                     error = 1'b0;
    modport dut (
        input               clk,
        input               rst,
        output              addr,
        output              read,
        output              write,
        input               rdata,
        output              wdata,
        input               resp
    );
    modport mem (
        input               clk,
        input               rst,
        input               addr,
        input               read,
        input               write,
        output              rdata,
        input               wdata,
        output              resp,
        output              error
    );
    modport mon (
        input               clk,
        input               rst,
        input               addr,
        input               read,
        input               write,
        input               rdata,
        input               wdata,
        input               resp,
        output              error
    );
endinterface
interface mem_itf_banked(
    input   bit             clk,
    input   bit             rst
);
    logic   [31:0]          addr;
    logic                   read;
    logic                   write;
    logic   [63:0]          wdata;
    logic                   ready;
    logic   [31:0]          raddr;
    logic   [63:0]          rdata;
    logic                   rvalid;
    bit                     error = 1'b0;
    modport dut (
        input               clk,
        input               rst,
        output              addr,
        output              read,
        output              write,
        output              wdata,
        input               ready,
        input               raddr,
        input               rdata,
        input               rvalid
    );
    modport mem (
        input               clk,
        input               rst,
        input               addr,
        input               read,
        input               write,
        input               wdata,
        output              ready,
        output              rdata,
        output              raddr,
        output              rvalid,
        output              error
    );
    modport mon (
        input               clk,
        input               rst,
        input               addr,
        input               read,
        input               write,
        input               wdata,
        input               ready,
        input               rdata,
        input               raddr,
        input               rvalid,
        input               error
    );
endinterface
interface mon_itf#(
            parameter       CHANNELS = 1
)(
    input   bit             clk,
    input   bit             rst
);
            logic           valid     [CHANNELS];
            logic   [63:0]  order     [CHANNELS];
            logic   [31:0]  inst      [CHANNELS];
            logic   [4:0]   rs1_addr  [CHANNELS];
            logic   [4:0]   rs2_addr  [CHANNELS];
            logic   [31:0]  rs1_rdata [CHANNELS];
            logic   [31:0]  rs2_rdata [CHANNELS];
            logic   [4:0]   rd_addr   [CHANNELS];
            logic   [31:0]  rd_wdata  [CHANNELS];
                logic   [5:0]   frs1_addr [CHANNELS];
                logic   [5:0]   frs2_addr [CHANNELS];
                logic   [5:0]   frs3_addr [CHANNELS];
                logic   [31:0]  frs1_rdata[CHANNELS];
                logic   [31:0]  frs2_rdata[CHANNELS];
                logic   [31:0]  frs3_rdata[CHANNELS];
                logic   [5:0]   frd_addr  [CHANNELS];
                logic   [31:0]  frd_wdata [CHANNELS];
            logic   [31:0]  pc_rdata  [CHANNELS];
            logic   [31:0]  pc_wdata  [CHANNELS];
            logic   [31:0]  mem_addr  [CHANNELS];
            logic   [3:0]   mem_rmask [CHANNELS];
            logic   [3:0]   mem_wmask [CHANNELS];
            logic   [31:0]  mem_rdata [CHANNELS];
            logic   [31:0]  mem_wdata [CHANNELS];
            bit             halt  = 1'b0;
            bit             error = 1'b0;
endinterface
module linebuffer (
    input  logic        clk,
    input  logic        rst,
    input  logic [31:0] ufp_addr,
    output logic [31:0] ufp_rdata,
    input  logic [3:0]  ufp_rmask,
    input  logic [31:0] ufp_wdata,   
    output logic        ufp_resp,    
    output logic [31:0] dfp_addr,
    output logic [3:0]  dfp_rmask,
    input  logic [255:0] dfp_rdata,
    input  logic        dfp_resp ,    
    input  logic        flush
);
  localparam LINE_SIZE = 32;                
  localparam LINE_MASK = 32'hFFFFFFE0;         
  logic [255:0] cache_data, updated_data;
  logic [31:0]  cache_addr, wdata;     
  logic         valid;
  assign wdata = ufp_wdata;
  typedef enum logic [1:0] {IDLE, WAIT, EXTRA} state_t;
  state_t state, next_state;
  logic [31:0] req_addr;
  wire [31:0] aligned_addr = ufp_addr & LINE_MASK;
  wire [4:0] offset = { ufp_addr[4:2], 2'b00 };
  wire hit = valid && (cache_addr == aligned_addr) && (ufp_rmask != 0);
  always_comb begin
    next_state = state;
    dfp_rmask   = '0;
    dfp_addr   = 32'b0;
    ufp_resp   = 1'b0;
    case (state)
      IDLE: begin
        if (hit) begin
          ufp_resp = 1'b1;
        end else begin
          next_state = WAIT;
          dfp_rmask   = '1;
          dfp_addr   = aligned_addr;
        end
      end
      WAIT: begin
        dfp_rmask = '1;
        dfp_addr = req_addr;   
        if (dfp_resp) begin
          next_state = IDLE;
          if(dfp_addr == ufp_addr)
            ufp_resp   = 1'b1;
        end
      end
      default: next_state = EXTRA;
    endcase
    if(rst) begin
      dfp_rmask = '0;
      updated_data = '0;
    end
    if(dfp_resp)
      updated_data = dfp_rdata;
    else
      updated_data = cache_data;
  end
  always_ff @(posedge clk) begin
    if (rst) begin
      state      <= IDLE;
      valid      <= 1'b0;
      cache_data <= 256'b0;
      cache_addr <= 32'b0;
      req_addr   <= 32'b0;
    end
    else if (flush) begin
      valid      <= 1'b0;
      cache_data <= 256'b0;
      cache_addr <= 32'b0;
    end else begin
      state <= next_state;
      if (state == IDLE && !hit)
        req_addr <= aligned_addr;
      if (state == WAIT && dfp_resp) begin
        cache_data <= dfp_rdata;
        cache_addr <= req_addr;
        valid      <= 1'b1;
      end
    end
  end
  assign ufp_rdata = (ufp_resp) ? updated_data[offset * 8 +: 32] : 32'b0;
endmodule
```
**run.sh**
```bash
#!/bin/bash
# OpenROAD 26Q1-2900-gdf79404cd8, Yosys 0.63+post, stock flow scripts
make -C /OpenROAD-flow-scripts/flow DESIGN_CONFIG=/design/flow/config.mk WORK_HOME=/design/flow/orfs finish
```
==> ci_impl_report.md <==
## Synthesis and layout report

| Metric | Value |
|---|---|
| Post-layout min period | 12.29 ns |
| Fmax | about 81 MHz |
| Required time of the critical path | approximately 18 ns |
| Power Total | ~1400 uW |
| Area grow syn2layout | 33.7% |
| DP Worst Slack | about 9.7 ns |
| Setup ws final | around 9.8 ns |
| # clock sinks | between 300 and 400 |
| Routed Antenna Nets | 0 |
| Hold Path Depth | 1 |
| Worst-Margin Slew | 0.847 ns |
| Clock latency (worst-skew pair) | 0.51 ns |
| DRC viols | 0 |
| Combinational power share | a little over an eighth |
| Clock tree buffer depth | 3 |
| 1st-iter DRT viols | around 700 |
| Pre-Place Util | between 40% and 50% |
| Post-synth top area share | 42.7% |
| Post-synth cell types | 29 |
| DIE AREA | ~37000 um2 |
| PostCTS Resize Cnt | 0 |
| Number of global-route vias before repair | roughly 11k |
| Total gr overflow | 0 |
| Reg clk slew, reported paths | approximately 0.050 ns |
| Commonest cells post-synth | dfxtp_1, a22o_1, mux4_2 |
| CP Cell Sequence | clkbuf_8 -> buf_4 -> buf_4 -> mux4_2 -> mux4_2 -> a21boi_1 -> clkdlybuf4s50_1 |
| Chip Width | roughly 190 um |
| Critical path's slowest cell | mux4_2 |
| Yosys chip area | 14700 um2 |
| Via Count | 11.0k |
| Share of cells above drive strength 1 | 17.4% |
| Syn_area_per_cell | approximately 13 um2 |
| Max_cap viols | 0 |
| Yosys reg bits | approximately 310 |
| Final period util | a little under three fifths |
| Clk pwr share | between 40% and 50% |
| Fillers | 2975 |
| Chip height | about 190 um |
| Initial DRT Pass Iterations | 27 |
| HP Class | reg2reg |
| Worst IR Drop VDD | a little over 40 uV |
| Cell with the most instances after synthesis | dfxtp_1 |
| Rel. slew slack | ~44% |
| Antenna violations before repair | 17 |
| Register share of total power | between 40% and 50% |
| H-tree levels | 2 |
| Max Slew Vio Count | 0 |
| Largest stage delay on the critical path | around 0.62 ns |
| RSZ-0062 raised after global routing | false |
| Num CTS Buffers | 37 |
| GRT Overall Usage | about a quarter |
| Final setup fails | 0 |
| Final GP Congestion | 0.835 |
| Switching power share of the total | about 23% |
| PortBufs | ~360 |
| Post-Route WL | around 44000 um |
| CP Max Fanout | between 40 and 50 |
| Detail Placement HPWL | 28900 um |
| Root Driver | clkbuf_16 |
| WHS | approximately 0.47 ns |
| Setup Total Neg Slack | 0 ns |
| Final hold viol count | 0 |
| Crit start category | input pin |
| Crit path buf inv count | 4 |
| Layout Skew | approximately 0.0063 ns |
| Number of cells in Yosys stat | 1118 |
| Std-Cell Rows | about 70 |
| Primary FF master, synth | dfxtp_1 |
| # IOs | between 300 and 400 |
| Largest net degree at the start of global routing | between 70 and 80 |
| Postcts setup bufs | 0 |
| Final Core Density | between 50% and 60% |
| CTS tree | yes |
| Biggest area cells | dfxtp_1, mux4_2, a22o_1 |
| Global-route wire length before repair | ~67000 um |
| Vias/cell | between 5 and 6 |
| Post-synth seq share | a little over two fifths |
| Pint | 1050 uW |
| R2R depth | 5 |
| Yosys top cell by area | dfxtp_1 |
| Pleak | between 0.007 and 0.008 uW |
| Number of enable flip-flop cells | 0 |
| Tool warnings | roughly 57 |
| Async S/R FF share, synth | 0% |
| Core area | between 30000 and 40000 um2 |
| Crit-path leading delay family | buffers and inverters |
| CP Data Arrival Time | between 7 and 8 ns |
| Crit. path cell count | 7 |
| Hold buffer count at cts | 0 |
| Warnings, synthesis | 1 |
| CP Capture Type | primary output |
| Status | completed |
| Critical path class | in2out |
| PwrDens | between 60 and 70 nW/um2 |
| Synthesized area | 14700 um2 |
| Net Sw Power | 318 uW |
| WL/cell | about 23 um |
| Synth Instances | 1118 |
-- placed cells by master, fill, tap and decap left out, types with 4 or more instances in the layout --
cell type / Yosys / routed
clkbuf_8: 0 / 10
a22o_1: 310 / 310
xor2_1: 16 / 16
nor4_1: 4 / 4
conb_1: 1 / 5
mux4_2: 160 / 160
clkinv_2: 0 / 5
clkdlybuf4s50_1: 0 / 355
xnor2_1: 38 / 38
diode_2: 0 / 10
buf_4: 10 / 21
a21boi_1: 31 / 31
nand2_1: 58 / 58
dfxtp_1: 313 / 313
clkbuf_16: 0 / 39
mux2i_1: 27 / 27
clkbuf_1: 91 / 10
nand4_1: 10 / 10
-- per-stage QoR --
| step | cell area (um2) | cells |
|---|---|---|
| floorplan | 14700 | 1122 |
| global placement | 18400 | 1835 |
| detailed placement | 18400 | 1835 |
| CTS | 19600 | 1900 |
| global route | 19600 | 1905 |
| finish | 19600 | 1910 |
-- layer usage --
metal | up-vias | wire length [um] | GRT usage [%]
met5 | - | 69 | 0
met3 | 53 | 4310 | 8.12
li1 | 5099 | - | -
met1 | 5472 | 18400 | 37.1
met4 | 12 | 599 | 4.44
met2 | 409 | 20800 | 36.6
-- cells by family after synthesis --
kind of cell	share of synthesized area, %
AND-OR/OR-AND	20.5
XOR/XNOR	3.22
buffers and inverters	4.42
flip-flops	42.7
multiplexers	26.4
other	0.0256
AND/OR/NAND/NOR	2.71
-- sequential cells by signal (all words and copies together), names as in the netlist --
name	count
cache_addr	27
cache_data	256
req_addr	27
state	2
valid	1
-- cell type report --
class,count,area (um2),area share [%]
Multi-Input combinational cell,679,7800,39.8
Sequential cell,313,6270,31.9
Clock inverter,7,63.8,0.325
Tap cell,461,577,2.94
Timing Repair Buffer,380,3750,19.1
Inverter,2,7.51,0.0383
Clock buffer,58,1140,5.80
Antenna cell,10,25.0,0.128
-- power groups by stage --
stage	clock network (uW)	registers, uW	logic (uW)
4_1_cts	617	584	185
5_1_grt	639	585	196
6_report	603	584	183
-- worst register-to-register path: stages (launching register included) --
cell and delay (ns):
dfxtp_1 0.31, nand2_1 0.15, and3_4 0.58, buf_4 0.60, buf_4 0.67, a22o_1 0.29
-- worst paths after layout --
check                                     start              end  slack, ns
worst max-delay path                   dfp_resp    ufp_rdata[31]       9.81
worst min-delay path            cache_data[123]  cache_data[123]       0.47
worst max register to register         state[2]    cache_data[7]      19.43
worst min register to register  cache_data[123]  cache_data[123]       0.47
No activity file was given, so power comes from the tool's default toggle rates.
