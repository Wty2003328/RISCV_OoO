==> ./design.v <==
interface mem_itf_w_mask #(
    parameter               CHANNELS = 1,
    parameter               DWIDTH = 32,
    parameter               MWIDTH = DWIDTH / 8
)(
    input   bit             clk,
    input   bit             rst
);
    logic   [31:0]          addr    [CHANNELS];
    logic   [MWIDTH-1:0]    rmask   [CHANNELS];
    logic   [MWIDTH-1:0]    wmask   [CHANNELS];
    logic   [DWIDTH-1:0]    rdata   [CHANNELS];
    logic   [DWIDTH-1:0]    wdata   [CHANNELS];
    logic                   resp    [CHANNELS];
    bit                     error = 1'b0;
    modport dut (
        input               clk,
        input               rst,
        output              addr,
        output              rmask,
        output              wmask,
        input               rdata,
        output              wdata,
        input               resp
    );
    modport mem (
        input               clk,
        input               rst,
        input               addr,
        input               rmask,
        input               wmask,
        output              rdata,
        input               wdata,
        output              resp,
        output              error
    );
    modport mon (
        input               clk,
        input               rst,
        input               addr,
        input               rmask,
        input               wmask,
        input               rdata,
        input               wdata,
        input               resp,
        output              error
    );
endinterface
interface mem_itf_wo_mask #(
    parameter               CHANNELS = 1,
    parameter               DWIDTH = 32
)(
    input   bit             clk,
    input   bit             rst
);
    logic   [31:0]          addr    [CHANNELS];
    logic                   read    [CHANNELS];
    logic                   write   [CHANNELS];
    logic   [DWIDTH-1:0]    rdata   [CHANNELS];
    logic   [DWIDTH-1:0]    wdata   [CHANNELS];
    logic                   resp    [CHANNELS];
    bit                     error = 1'b0;
    modport dut (
        input               clk,
        input               rst,
        output              addr,
        output              read,
        output              write,
        input               rdata,
        output              wdata,
        input               resp
    );
    modport mem (
        input               clk,
        input               rst,
        input               addr,
        input               read,
        input               write,
        output              rdata,
        input               wdata,
        output              resp,
        output              error
    );
    modport mon (
        input               clk,
        input               rst,
        input               addr,
        input               read,
        input               write,
        input               rdata,
        input               wdata,
        input               resp,
        output              error
    );
endinterface
interface mem_itf_banked(
    input   bit             clk,
    input   bit             rst
);
    logic   [31:0]          addr;
    logic                   read;
    logic                   write;
    logic   [63:0]          wdata;
    logic                   ready;
    logic   [31:0]          raddr;
    logic   [63:0]          rdata;
    logic                   rvalid;
    bit                     error = 1'b0;
    modport dut (
        input               clk,
        input               rst,
        output              addr,
        output              read,
        output              write,
        output              wdata,
        input               ready,
        input               raddr,
        input               rdata,
        input               rvalid
    );
    modport mem (
        input               clk,
        input               rst,
        input               addr,
        input               read,
        input               write,
        input               wdata,
        output              ready,
        output              rdata,
        output              raddr,
        output              rvalid,
        output              error
    );
    modport mon (
        input               clk,
        input               rst,
        input               addr,
        input               read,
        input               write,
        input               wdata,
        input               ready,
        input               rdata,
        input               raddr,
        input               rvalid,
        input               error
    );
endinterface
interface mon_itf#(
            parameter       CHANNELS = 1
)(
    input   bit             clk,
    input   bit             rst
);
            logic           valid     [CHANNELS];
            logic   [63:0]  order     [CHANNELS];
            logic   [31:0]  inst      [CHANNELS];
            logic   [4:0]   rs1_addr  [CHANNELS];
            logic   [4:0]   rs2_addr  [CHANNELS];
            logic   [31:0]  rs1_rdata [CHANNELS];
            logic   [31:0]  rs2_rdata [CHANNELS];
            logic   [4:0]   rd_addr   [CHANNELS];
            logic   [31:0]  rd_wdata  [CHANNELS];
                logic   [5:0]   frs1_addr [CHANNELS];
                logic   [5:0]   frs2_addr [CHANNELS];
                logic   [5:0]   frs3_addr [CHANNELS];
                logic   [31:0]  frs1_rdata[CHANNELS];
                logic   [31:0]  frs2_rdata[CHANNELS];
                logic   [31:0]  frs3_rdata[CHANNELS];
                logic   [5:0]   frd_addr  [CHANNELS];
                logic   [31:0]  frd_wdata [CHANNELS];
            logic   [31:0]  pc_rdata  [CHANNELS];
            logic   [31:0]  pc_wdata  [CHANNELS];
            logic   [31:0]  mem_addr  [CHANNELS];
            logic   [3:0]   mem_rmask [CHANNELS];
            logic   [3:0]   mem_wmask [CHANNELS];
            logic   [31:0]  mem_rdata [CHANNELS];
            logic   [31:0]  mem_wdata [CHANNELS];
            bit             halt  = 1'b0;
            bit             error = 1'b0;
endinterface
module mem_arbiter (
    input  logic         clk,
    input  logic         rst,
    input  logic [31:0]  fetch_addr,
    input  logic         fetch_read,
    output logic         fetch_resp,     
    output logic [255:0] fetch_rdata,    
    output logic [31:0] fetch_raddr,  
    input  logic [31:0]  mem_addr,
    input  logic         mem_read,
    input  logic         mem_write,       
    input  logic [255:0] mem_wdata,       
    output logic         mem_resp,        
    output logic [255:0] mem_rdata,       
    output logic [31:0] mem_raddr,  
    output logic [31:0]  bmem_addr, 
    output logic         bmem_read,
    input  logic         r_resp,          
    input  logic         w_resp,          
    output logic         bmem_write,     
    output logic [255:0] bmem_wdata,       
    input  logic [255:0] bmem_rdata,
    input  logic [31:0]  bmem_raddr
);
  assign fetch_raddr = bmem_raddr;  
  assign mem_raddr = bmem_raddr;  
  typedef enum logic [1:0] {
    IDLE      = 2'b00,
    FETCH     = 2'b01,
    MEM       = 2'b10,
    DEFAULT   = 2'b11
  } fsm_t;
  fsm_t state, state_next;
  always_ff @(posedge clk) begin
        if (rst) begin
            state <= IDLE;
        end
        else begin
            state <= state_next;
        end
    end
  always_comb begin
    fetch_resp     = 1'b0;
    fetch_rdata    = '0;
    mem_resp       = 1'b0;
    mem_rdata      = '0;
    bmem_addr      = '0;
    bmem_read      = 1'b0;
    bmem_write     = 1'b0;
    bmem_wdata     = '0;
    state_next      = state;
    case (state)
      IDLE: begin
        if (mem_read || mem_write) begin
          state_next = MEM;
        end else
        if (fetch_read) begin
          state_next = FETCH;
        end 
      end
      FETCH: begin
        bmem_addr = fetch_addr;
        bmem_read = 1'b1;
        if (r_resp) begin
          fetch_rdata = bmem_rdata;
          fetch_resp  = 1'b1;
          state_next   = IDLE;
        end
      end
      MEM: begin
        bmem_addr = mem_addr;
        if (mem_write) begin
          bmem_write = 1'b1;
          bmem_wdata = mem_wdata;
        end
        if (mem_read) begin
          bmem_read = 1'b1;
        end
        if (r_resp) begin
          if (mem_read) mem_rdata = bmem_rdata;
          mem_resp = 1'b1;
          bmem_read = '0;
          state_next = IDLE;
        end else if (w_resp) begin
          mem_resp = 1'b1;
          bmem_write =  '0;
          state_next = IDLE;
        end
      end
      default: begin
        state_next = IDLE;
      end
    endcase
  end
endmodule
==> ./run.sh <==
#!/bin/bash
# OpenROAD 26Q1-2900-gdf79404cd8, Yosys 0.63+post, stock flow scripts
make -C /OpenROAD-flow-scripts/flow DESIGN_CONFIG=/design/flow/config.mk WORK_HOME=/design/flow/orfs finish
==> ./config.mk <==
export PLATFORM = sky130hd
export DESIGN_NAME = mem_arbiter
export DESIGN_NICKNAME = mem_arbiter
export VERILOG_FILES = /design/flow/design.v
export SDC_FILE = /design/flow/constraint.sdc
export NUM_CORES = 4
export LEC_CHECK = 1
export CORE_AREA = 10 10 567 567
export DIE_AREA = 0 0 577 577
==> ./constraint.sdc <==
current_design mem_arbiter

set clk_period 25.9
set clk_io_pct 0.2

create_clock -name clk0 -period $clk_period [get_ports {clk}]

set non_clock_inputs [all_inputs -no_clocks]
set_input_delay [expr $clk_period * $clk_io_pct] -clock clk0 $non_clock_inputs
set_output_delay [expr $clk_period * $clk_io_pct] -clock clk0 [all_outputs]
==> Slide: Implementation Results <==
Key Metrics from the Run

Yosys
  – Synth Cell Area: 6365 sq um
  – Yosys warning count: 1
  – Chip Area, Yosys: 6365 sq um
  – Ys async rst share: 0%
  – Commonest flop: dfxtp_1
  – Post-synthesis cell type count: 23
  – Seq share, synth: 0.9436%
  – Number of cells in Yosys stat: 1032
  – Mapped Cells: 1032
  – Synth flops: 3
  – Post-synth EDFFs: 0
  – Mean post-synth cell area: 6.167 sq um

Critical path
  – Setup Crit Path Kind: in -> out
  – Worst Reg-to-Reg Cells: 3
  – Critical-path cell list: clkdlybuf4s50_1, and3_4, buf_4, buf_4, and2_1, clkdlybuf4s50_1
  – Max incr delay on CP: 0.81 ns
  – CP max stage cell: buf_4
  – Critical Path RT: 20.72 ns
  – CP Launch Type: input pin
  – Worst R2R Setup Slack: 24.39 ns
  – FF-to-FF Start: state[1]
  – R2r endpoint: state[0]
  – Worst Path Max Fanout: 123
  – CP endpoint kind: primary output
  – Data arrival, critical path: 8.44 ns

Detailed routing
  – DR vias: 15730
  – Final wirelength: 326.3 mm
  – Initial DRC count: 835
  – Drt first pass iters: 5
  – DRC errors left: 0
  – Vias per cell: 2.454
  – Post-route ant nets: 0
  – WL per Instance: 50.90 um

Clock network
  – Clock Sinks: 3
  – Root Buffer: clkbuf_16
  – Setup Buffers After CTS: 0
  – CTS tree: yes
  – H-tree levels: 1
  – # hold bufs at CTS: 0
  – Clk ins delay skew pair: 0.23 ns
  – CTS clk-pin slew, worst paths: 0.03 ns
  – # resized after CTS: 0
  – CTS Buf Count: 3
  – Clk buf depth: 2

STA
  – Hold Fails Final Rpt: 0
  – Final min period: 13.62 ns
  – Setup violators final: 0
  – FMAX: 0.07340 GHz
  – TNS Setup: 0 ns
  – Final Max Tran Viols: 0
  – Measured slew at the worst slew-check pin: 0.8915 ns
  – Final clock skew: 0.0007902 ns
  – Final period utilization: 52.60%
  – RSZ-0062 raised after global routing: no
  – Relative slew margins: 40.38%
  – Final WS setup: 12.28 ns

Global routing
  – First-pass GRT wire length: 362.4 mm
  – Initial antenna violation count: 381
  – Vias in the first global route: 15020
  – Global route overflow: 0
  – Global Route Usage Sum: 19.03%
  – Largest net degree at the start of global routing: 124

Floorplanning
  – # rows: 204
  – I/O pin total: 1483
  – Core area: 308800 sq um
  – Die Span X: 577 um
  – FP Core Util: 2.061%
  – Die Ht: 577 um
  – Die footprint: 332900 sq um

Final layout
  – Fillers: 36240
  – Most frequent cells in the layout: 1384 x clkdlybuf4s50_1, 512 x and3_1, 256 x and2_1
  – Area delta synth->final: 288.1%
  – Comb gate area: 5187 sq um
  – Largest Register: state
  – Regs by FF count: state: 3 flops
  – Utilization after layout: 7.997%
  – Share of layout cells above drive strength 1: 1.523%
  – Seq. cell area: 67.56 sq um
  – Non-filler cells in the finished layout: 6410
  – Max reg flops: 3
  – Dominant logic cell type in the layout: clkdlybuf4s50_1

Run
  – Max-capacitance violation count: 0
  – Count of tool warnings: 33

Pwr
  – Max rail drop VDD: 21.03 uV
  – LEAKAGE: 9.157 nW
  – Pwr Total: 0.3324 mW
  – PwrDens: 13.46 nW/um^2

Placement
  – Gpl congestion: 1.083
  – Cells after DPL: 6348
  – HPWL Detailed: 313.3 mm
  – IO Port Bufs: 1386
  – Dpl ws: 12.16 ns

Hold path
  – Hold Path Class: reg -> reg
  – WHS Endpoint: state[1]
  – Worst Hold Depth: 2
  – Hold Crit Start: state[0]

Outcome
  – Status: finished clean
## critical path: cells and delay by family
| kind | cells | cell delay (ns) |
|---|---|---|
| and+or+nand+nor | 2 | 0.64 |
| buffers and inverters | 4 | 2.49 |
## power breakdown
group	total (mW)	switching, mW	internal, mW
sequential	0.00656	0.00163	0.00493
combinational	0.301	0.159	0.142
clock	0.0250	0.00463	0.0204
total	0.332	0.165	0.167
## per-layer routing
metal	GRT usage, %	vias up	wire [um]
met2	32.22	1835	153200
met3	15.57	595	59980
met4	3.676	74	11200
li1	-	5966	-
met5	0	-	510
met1	17.88	7258	101300
## cell usage after synthesis, types with 2 or more instances
cell type / n / area, sq um
buf_1: 2 / 7.510
buf_2: 14 / 70.07
a22o_1: 32 / 280.3
buf_4: 68 / 510.5
clkbuf_1: 105 / 394.1
a21oi_1: 3 / 15.01
and3_1: 512 / 3203
clkbuf_2: 24 / 120.1
dfxtp_1: 3 / 60.06
and2_1: 256 / 1602
## logic make-up after synthesis
logic type / count (synthesis) / share of synthesized area, %
buffers and inverters: 215 / 17.55
AOI/OAI and AO/OA: 38 / 4.973
DFF: 3 / 0.9436
and+or+nand+nor: 776 / 76.53
## cell type report
type / instances / area share, %
timing repair buffer: 1410 / 56.93
multi-input combinational: 814 / 21.00
tap: 4120 / 20.87
antenna: 58 / 0.5876
clock buffer: 4 / 0.3191
sequential: 3 / 0.2735
inverter: 1 / 0.01520
## worst max path at each step
stage,start,to,cells after the start
final,mem_read,mem_rdata[9],6
after global routing,mem_read,mem_rdata[9],6
after CTS,mem_read,mem_rdata[236],6
## stage by stage
stage	hold WS, ns	area, sq um
2_1_floorplan	0.4557	6365
3_3_place_gp	0.5308	24480
3_5_place_dp	0.4957	24480
4_1_cts	0.5201	24550
5_1_grt	0.5420	24610
6_report	0.5275	24700
No activity file was given, so power comes from the tool's default toggle rates.
