==> design.v <==
interface mem_itf_w_mask #(
    parameter               CHANNELS = 1,
    parameter               DWIDTH = 32,
    parameter               MWIDTH = DWIDTH / 8
)(
    input   bit             clk,
    input   bit             rst
);
    logic   [31:0]          addr    [CHANNELS];
    logic   [MWIDTH-1:0]    rmask   [CHANNELS];
    logic   [MWIDTH-1:0]    wmask   [CHANNELS];
    logic   [DWIDTH-1:0]    rdata   [CHANNELS];
    logic   [DWIDTH-1:0]    wdata   [CHANNELS];
    logic                   resp    [CHANNELS];
    bit                     error = 1'b0;
    modport dut (
        input               clk,
        input               rst,
        output              addr,
        output              rmask,
        output              wmask,
        input               rdata,
        output              wdata,
        input               resp
    );
    modport mem (
        input               clk,
        input               rst,
        input               addr,
        input               rmask,
        input               wmask,
        output              rdata,
        input               wdata,
        output              resp,
        output              error
    );
    modport mon (
        input               clk,
        input               rst,
        input               addr,
        input               rmask,
        input               wmask,
        input               rdata,
        input               wdata,
        input               resp,
        output              error
    );
endinterface
interface mem_itf_wo_mask #(
    parameter               CHANNELS = 1,
    parameter               DWIDTH = 32
)(
    input   bit             clk,
    input   bit             rst
);
    logic   [31:0]          addr    [CHANNELS];
    logic                   read    [CHANNELS];
    logic                   write   [CHANNELS];
    logic   [DWIDTH-1:0]    rdata   [CHANNELS];
    logic   [DWIDTH-1:0]    wdata   [CHANNELS];
    logic                   resp    [CHANNELS];
    bit                     error = 1'b0;
    modport dut (
        input               clk,
        input               rst,
        output              addr,
        output              read,
        output              write,
        input               rdata,
        output              wdata,
        input               resp
    );
    modport mem (
        input               clk,
        input               rst,
        input               addr,
        input               read,
        input               write,
        output              rdata,
        input               wdata,
        output              resp,
        output              error
    );
    modport mon (
        input               clk,
        input               rst,
        input               addr,
        input               read,
        input               write,
        input               rdata,
        input               wdata,
        input               resp,
        output              error
    );
endinterface
interface mem_itf_banked(
    input   bit             clk,
    input   bit             rst
);
    logic   [31:0]          addr;
    logic                   read;
    logic                   write;
    logic   [63:0]          wdata;
    logic                   ready;
    logic   [31:0]          raddr;
    logic   [63:0]          rdata;
    logic                   rvalid;
    bit                     error = 1'b0;
    modport dut (
        input               clk,
        input               rst,
        output              addr,
        output              read,
        output              write,
        output              wdata,
        input               ready,
        input               raddr,
        input               rdata,
        input               rvalid
    );
    modport mem (
        input               clk,
        input               rst,
        input               addr,
        input               read,
        input               write,
        input               wdata,
        output              ready,
        output              rdata,
        output              raddr,
        output              rvalid,
        output              error
    );
    modport mon (
        input               clk,
        input               rst,
        input               addr,
        input               read,
        input               write,
        input               wdata,
        input               ready,
        input               rdata,
        input               raddr,
        input               rvalid,
        input               error
    );
endinterface
interface mon_itf#(
            parameter       CHANNELS = 1
)(
    input   bit             clk,
    input   bit             rst
);
            logic           valid     [CHANNELS];
            logic   [63:0]  order     [CHANNELS];
            logic   [31:0]  inst      [CHANNELS];
            logic   [4:0]   rs1_addr  [CHANNELS];
            logic   [4:0]   rs2_addr  [CHANNELS];
            logic   [31:0]  rs1_rdata [CHANNELS];
            logic   [31:0]  rs2_rdata [CHANNELS];
            logic   [4:0]   rd_addr   [CHANNELS];
            logic   [31:0]  rd_wdata  [CHANNELS];
                logic   [5:0]   frs1_addr [CHANNELS];
                logic   [5:0]   frs2_addr [CHANNELS];
                logic   [5:0]   frs3_addr [CHANNELS];
                logic   [31:0]  frs1_rdata[CHANNELS];
                logic   [31:0]  frs2_rdata[CHANNELS];
                logic   [31:0]  frs3_rdata[CHANNELS];
                logic   [5:0]   frd_addr  [CHANNELS];
                logic   [31:0]  frd_wdata [CHANNELS];
            logic   [31:0]  pc_rdata  [CHANNELS];
            logic   [31:0]  pc_wdata  [CHANNELS];
            logic   [31:0]  mem_addr  [CHANNELS];
            logic   [3:0]   mem_rmask [CHANNELS];
            logic   [3:0]   mem_wmask [CHANNELS];
            logic   [31:0]  mem_rdata [CHANNELS];
            logic   [31:0]  mem_wdata [CHANNELS];
            bit             halt  = 1'b0;
            bit             error = 1'b0;
endinterface
module sp_ff_array #(
            parameter               S_INDEX     = 4,
            parameter               WIDTH       = 1
)(
    input   logic                   clk0,
    input   logic                   rst0,
    input   logic                   csb0,
    input   logic                   web0,
    input   logic   [S_INDEX-1:0]   addr0,
    input   logic   [WIDTH-1:0]     din0,
    output  logic   [WIDTH-1:0]     dout0
);
            localparam              NUM_SETS    = 2**S_INDEX;
            logic                   web0_reg;
            logic   [S_INDEX-1:0]   addr0_reg;
            logic   [WIDTH-1:0]     din0_reg;
            logic   [WIDTH-1:0]     internal_array [NUM_SETS];
    always_ff @(posedge clk0) begin
        if (rst0) begin
            web0_reg  <= 1'b1;
            addr0_reg <= 'x;
            din0_reg  <= 'x;
        end else begin
            if (!csb0) begin
                web0_reg  <= web0;
                addr0_reg <= addr0;
                din0_reg  <= din0;
            end
        end
    end
    always_ff @(posedge clk0) begin
        if (rst0) begin
            for (integer i = 0; i < NUM_SETS; i++) begin
                internal_array[i] <= '0;
            end
        end else begin
            if (!web0_reg) begin
                internal_array[addr0_reg] <= din0_reg;
            end
        end
    end
    always_comb begin
        dout0 = internal_array[addr0_reg];
    end
endmodule : sp_ff_array
==> run.sh <==
#!/bin/bash
# OpenROAD 26Q1-2900-gdf79404cd8, Yosys 0.63+post, stock flow scripts
make -C /OpenROAD-flow-scripts/flow DESIGN_CONFIG=/design/flow/config.mk WORK_HOME=/design/flow/orfs finish
==> config.mk <==
export PLATFORM = sky130hd
export DESIGN_NAME = sp_ff_array
export DESIGN_NICKNAME = sp_ff_array
export VERILOG_FILES = /design/flow/design.v
export SDC_FILE = /design/flow/constraint.sdc
export NUM_CORES = 4
export LEC_CHECK = 1
export CORE_AREA = 10 10 106 106
export DIE_AREA = 0 0 116 116
==> constraint.sdc <==
current_design sp_ff_array

set clk_period 2.6
set clk_io_pct 0.2

create_clock -name clk0 -period $clk_period [get_ports {clk0}]

set non_clock_inputs [all_inputs -no_clocks]
set_input_delay [expr $clk_period * $clk_io_pct] -clock clk0 $non_clock_inputs
set_output_delay [expr $clk_period * $clk_io_pct] -clock clk0 [all_outputs]
==> summary.txt <==
Observations from the implementation run.

Run status:
- The flow ran to the end, and the final reports show no timing, DRC or antenna violations.

Route:
- The run gives the total number of vias as around 760.
- The run puts the aggregate routed wire length at 2.42 mm.
- The first TritonRoute pass finished after 4 iterations.
- After detailed routing, the number of vias per cell comes to between 3 and 4.
- The run puts the final routed wire length divided by cell count at roughly 11 um.
- The run puts the total DRC errors in the routed layout at 0.
- The run gives the total inserted antenna cells as 0.
- The first routing iteration left between 90 and 100 violations.
- Nets still carrying antenna violations after routing amount to 0.

CTS:
- TritonCTS built the clock tree.
- The run gives the clock edge transition at the registers on the reported setup and hold paths as about 0.09 ns.
- The run gives the buffer type at the clock tree root as clkbuf_8.
- The run gives the count of clock tree sinks as 26.
- The run puts the clock latency reported for the late side of the worst-skew pair at 0.27 ns.
- After clock tree synthesis, the flow added hold-fix buffers numbering 0.
- The run puts the post-CTS setup buffer count at 0.
- The run gives the number of buffers on the longest clock path as 2.
- Clock tree synthesis inserted a total of 3 buffers.
- The run gives the count of H-tree levels built during CTS as 1.

Global route:
- The run gives the global-route wire length before repair as 4.06 mm.
- The run puts the largest net degree at the start of global routing at 16.
- The run gives the initial antenna violation count as 0.
- The number of global-route vias before repair was about 790.
- The run puts the combined global-route utilization of all metal layers at 3.80%.
- The run puts the overflow left after global routing at 0.

Yosys:
- The run gives the cell taking the most area after synthesis as edfxtp_1.
- The run gives the total cells reported by yosys after synthesis as between 90 and 100.
- The run puts the yosys warning tally at 1.
- Ranked by total cell area, the synthesized netlist is headed by edfxtp_1 52%, mux4_1 8.6%, dfxtp_1 8.2%.
- The run puts the number of enable flip-flop cells at 21.
- Yosys reports that the most numerous cell types are 21 x edfxtp_1, 18 x nor2_1, 12 x a21o_1.
- The synthesis report names the predominant flop master as edfxtp_1.
- The run gives the dominant cell by count in the synthesized netlist as edfxtp_1.
- The run puts the netlist area before placement at roughly 1200 um2.
- The run puts the async set or reset register ratio after synthesis at 0%.
- The run gives the synthesized chip area reported by yosys as around 1200 um2.
- The run gives the synthesized flop and latch total as 26.
- The run puts the count of different cell masters after synthesis at 21.
- The run gives the mean area per synthesized cell as 13.1 um2.
- After synthesis, flip-flops and latches occupy around 60% of the total area.
- The run gives the area share of the leading cell type in the synthesized netlist as about 52%.
- The synthesized instance count is about 93.

Cells and area:
- The area growth from synthesis to layout is 24.2%.
- The multi-input combinational cells in the finished layout cover a total of between 400 and 500 um2.
- The run gives the share of post-route cells with drive strength above 1 as 12.4%.
- The run gives the tally of filler cells in the layout as 973.
- The run gives the register cell area after layout as ~730 um2.

Timing:
- The transition time recorded at the tightest slew-check pin is 0.596 ns.
- Final hold analysis gives a worst-case slack of approximately 0.57 ns.
- The run puts the final clock skew at between 0.002 and 0.003 ns.
- Setup repair after global routing left no endpoint under its margin.
- The run gives the number of max-slew violations in the final report as 0.
- Across all checked pins, the minimum headroom to the slew limit is between 50 and 60%.
- The run gives the shortest clock period the worst path allows after layout as between 2 and 2.5 ns.
- Hold-check failures listed in the final report amount to 0.
- The run puts the maximum clock frequency at between 0.4 and 0.5 GHz.
- The run puts the post-route setup TNS at 0 ns.
- The run gives the final worst-path cycle share as between 90 and 100%.
- Endpoints with negative setup slack in the final report add up to 0.

Setup path:
- The run puts the data required time of the worst path at approximately 2.1 ns.
- STA classifies the critical path startpoint as a flop.
- The run gives the critical path class as flop to primary output.
- The run puts the data arrival time of the critical path at roughly 1.9 ns.
- In this run the worst path has a maximum fanout of 4.
- STA classifies the critical path endpoint as a primary output.

Power:
- The script computed a power per unit cell area of 607 nW/um2.
- The run gives the cell leakage power as 0.552 nW.
- The run gives the maximum vdd ir drop as around 0.34 mV.

Worst hold path:
- The path class of the tightest hold or removal check is flop to flop.

Floorplanning:
- The run puts the full die area at about 13000 um2.
- The run puts the overall die width at 116 um.
- The run puts the core area at between 8000 and 9000 um2.
- The initial utilization of the core area, before any placement, comes to between 10% and 20%.
- The run puts the die height at approximately 120 um.
- In this run the core area contains 34 standard-cell rows.
- The run puts the I/O pin count at 10.

Job:
- The run puts the tool warning count at 25.
- The run puts the tally of max-capacitance violations at 0.

Placement:
- The run puts the number of buffer cells added on primary ports at 9.
- The run puts the HPWL after detailed placement at around 1.8 mm.
- After its last routability iteration, the placer logged a weighted congestion of approximately 0.82.
power breakdown:
part	leakage (nW)	total [mW]	internal [mW]	switching [mW]
combinational	0.256	0.0898	0.0512	0.0386
sequential	0.260	0.497	0.473	0.0237
clock	0.0357	0.334	0.206	0.128
timing repair:
item / CTS / global route
setup endpoints to repair: 1 / 1
gates resized: 1 / 3
gates cloned: 0 / 0
final timing paths:
kind / endpoint / slack (ns) / from / depth (start not counted)
worst max-delay path: dout0[0] / 0.19 / flop / 4
worst min register to register: web0_reg / 0.57 / web0_reg / 1
worst min-delay path: web0_reg / 0.57 / web0_reg / 1
worst max register to register: internal_array[13] / 1.03 / addr0_reg[1] / 3
critical path, cell delays in order, from the launching register on:
cell and delay (ns):
dfxtp_4 0.41, mux4_2 0.54, mux2i_1 0.16, mux2i_1 0.09, clkdlybuf4s50_1 0.42
routing by layer:
layer,routed length [um],track usage [%],vias up
li1,-,-,371
met4,14,0.417,0
met2,1080,5.57,19
met3,190,1.52,2
met5,0,0,-
met1,1130,5.39,365
cell type report:
class	instances	share of cell area [%]
sequential	26	48.5
timing repair buffer	11	6.94
multi-input combinational	64	31.0
clock buffer	3	2.73
clock inverter	1	1.98
tap	108	8.92
through the flow:
stage | util, % | power, mW | cells | instance area [um2] | setup slack [ns]
floorplan | - | 0.555 | 93 | 1220 | 0.962
global placement | 16.4 | 0.594 | 209 | 1450 | 0.285
detailed placement | 16.4 | 0.595 | 209 | 1450 | 0.278
CTS | 17.2 | 0.928 | 213 | 1520 | 0.0746
global route | 17.1 | 0.959 | 213 | 1520 | 0.0446
finish | 17.1 | 0.920 | 213 | 1520 | 0.190
layout by cell type, fill, tap and decap left out:
cell,instances
dfxtp_4,1
and2_1,1
mux4_2,2
nor2b_1,3
edfxtp_1,21
nor3_1,1
and3_1,1
nor2_1,18
nand3b_1,1
o21bai_1,4
a21o_1,12
nor4_1,1
buf_4,2
clkdlybuf4s50_1,9
mux2_2,4
bufinv_16,1
nand2b_1,2
mux2i_1,3
nor4b_1,1
dfxtp_1,4
clkbuf_8,3
nand2_1,5
a211o_1,1
nand3_1,2
mux4_1,2
kinds of logic (layout without fill, tap and decap cells):
group / count (synthesis) / in the layout / share of synthesized area, %
compound gates: 17 / 17 / 10.6
buf+inv: 3 / 15 / 1.03
simple gates: 36 / 36 / 13.7
mux: 11 / 11 / 14.8
flops: 26 / 26 / 59.9
Power figures rest on the tool's default switching activity, not on a simulated workload.
