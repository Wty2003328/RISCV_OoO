===== design/flow/config.mk =====
export PLATFORM = sky130hd
export DESIGN_NAME = regfile
export DESIGN_NICKNAME = regfile
export VERILOG_FILES = /design/flow/design.v
export SDC_FILE = /design/flow/constraint.sdc
export NUM_CORES = 4
export LEC_CHECK = 1
export CORE_UTILIZATION = 40

===== design/flow/constraint.sdc =====
current_design regfile

set clk_period 24.1
set clk_io_pct 0.2

create_clock -name clk0 -period $clk_period [get_ports {clk}]

set non_clock_inputs [all_inputs -no_clocks]
set_input_delay [expr $clk_period * $clk_io_pct] -clock clk0 $non_clock_inputs
set_output_delay [expr $clk_period * $clk_io_pct] -clock clk0 [all_outputs]

===== design/flow/run.sh =====
#!/bin/bash
# OpenROAD 26Q1-2900-gdf79404cd8, Yosys 0.63+post, stock flow scripts
make -C /OpenROAD-flow-scripts/flow DESIGN_CONFIG=/design/flow/config.mk WORK_HOME=/design/flow/orfs finish

===== design/flow/design.v =====
interface mem_itf_w_mask #(
    parameter               CHANNELS = 1,
    parameter               DWIDTH = 32,
    parameter               MWIDTH = DWIDTH / 8
)(
    input   bit             clk,
    input   bit             rst
);
    logic   [31:0]          addr    [CHANNELS];
    logic   [MWIDTH-1:0]    rmask   [CHANNELS];
    logic   [MWIDTH-1:0]    wmask   [CHANNELS];
    logic   [DWIDTH-1:0]    rdata   [CHANNELS];
    logic   [DWIDTH-1:0]    wdata   [CHANNELS];
    logic                   resp    [CHANNELS];
    bit                     error = 1'b0;
    modport dut (
        input               clk,
        input               rst,
        output              addr,
        output              rmask,
        output              wmask,
        input               rdata,
        output              wdata,
        input               resp
    );
    modport mem (
        input               clk,
        input               rst,
        input               addr,
        input               rmask,
        input               wmask,
        output              rdata,
        input               wdata,
        output              resp,
        output              error
    );
    modport mon (
        input               clk,
        input               rst,
        input               addr,
        input               rmask,
        input               wmask,
        input               rdata,
        input               wdata,
        input               resp,
        output              error
    );
endinterface
interface mem_itf_wo_mask #(
    parameter               CHANNELS = 1,
    parameter               DWIDTH = 32
)(
    input   bit             clk,
    input   bit             rst
);
    logic   [31:0]          addr    [CHANNELS];
    logic                   read    [CHANNELS];
    logic                   write   [CHANNELS];
    logic   [DWIDTH-1:0]    rdata   [CHANNELS];
    logic   [DWIDTH-1:0]    wdata   [CHANNELS];
    logic                   resp    [CHANNELS];
    bit                     error = 1'b0;
    modport dut (
        input               clk,
        input               rst,
        output              addr,
        output              read,
        output              write,
        input               rdata,
        output              wdata,
        input               resp
    );
    modport mem (
        input               clk,
        input               rst,
        input               addr,
        input               read,
        input               write,
        output              rdata,
        input               wdata,
        output              resp,
        output              error
    );
    modport mon (
        input               clk,
        input               rst,
        input               addr,
        input               read,
        input               write,
        input               rdata,
        input               wdata,
        input               resp,
        output              error
    );
endinterface
interface mem_itf_banked(
    input   bit             clk,
    input   bit             rst
);
    logic   [31:0]          addr;
    logic                   read;
    logic                   write;
    logic   [63:0]          wdata;
    logic                   ready;
    logic   [31:0]          raddr;
    logic   [63:0]          rdata;
    logic                   rvalid;
    bit                     error = 1'b0;
    modport dut (
        input               clk,
        input               rst,
        output              addr,
        output              read,
        output              write,
        output              wdata,
        input               ready,
        input               raddr,
        input               rdata,
        input               rvalid
    );
    modport mem (
        input               clk,
        input               rst,
        input               addr,
        input               read,
        input               write,
        input               wdata,
        output              ready,
        output              rdata,
        output              raddr,
        output              rvalid,
        output              error
    );
    modport mon (
        input               clk,
        input               rst,
        input               addr,
        input               read,
        input               write,
        input               wdata,
        input               ready,
        input               rdata,
        input               raddr,
        input               rvalid,
        input               error
    );
endinterface
interface mon_itf#(
            parameter       CHANNELS = 1
)(
    input   bit             clk,
    input   bit             rst
);
            logic           valid     [CHANNELS];
            logic   [63:0]  order     [CHANNELS];
            logic   [31:0]  inst      [CHANNELS];
            logic   [4:0]   rs1_addr  [CHANNELS];
            logic   [4:0]   rs2_addr  [CHANNELS];
            logic   [31:0]  rs1_rdata [CHANNELS];
            logic   [31:0]  rs2_rdata [CHANNELS];
            logic   [4:0]   rd_addr   [CHANNELS];
            logic   [31:0]  rd_wdata  [CHANNELS];
                logic   [5:0]   frs1_addr [CHANNELS];
                logic   [5:0]   frs2_addr [CHANNELS];
                logic   [5:0]   frs3_addr [CHANNELS];
                logic   [31:0]  frs1_rdata[CHANNELS];
                logic   [31:0]  frs2_rdata[CHANNELS];
                logic   [31:0]  frs3_rdata[CHANNELS];
                logic   [5:0]   frd_addr  [CHANNELS];
                logic   [31:0]  frd_wdata [CHANNELS];
            logic   [31:0]  pc_rdata  [CHANNELS];
            logic   [31:0]  pc_wdata  [CHANNELS];
            logic   [31:0]  mem_addr  [CHANNELS];
            logic   [3:0]   mem_rmask [CHANNELS];
            logic   [3:0]   mem_wmask [CHANNELS];
            logic   [31:0]  mem_rdata [CHANNELS];
            logic   [31:0]  mem_wdata [CHANNELS];
            bit             halt  = 1'b0;
            bit             error = 1'b0;
endinterface
module regfile
(
    input   logic           clk,
    input   logic           rst,
    input   logic           regf_we,
    input   logic   [31:0]  rd_v,
    input   logic   [4:0]   rs1_s, rs2_s, rd_s,
    output  logic   [31:0]  rs1_v, rs2_v
);
    logic   [31:0]  data [32];
    logic   [31:0]  rs1_data, rs2_data;
    always_ff @(posedge clk) begin
        if (rst) begin
            for (integer i = 0; i < 32; i++) begin
                data[i] <= '0;
            end
        end else if (regf_we && (rd_s != 5'd0)) begin
            data[rd_s] <= rd_v;
        end
    end
    always_comb begin
        rs1_data = (rs1_s == rd_s && regf_we) ? rd_v : data[rs1_s];
        rs2_data = (rs2_s == rd_s && regf_we) ? rd_v : data[rs2_s];
        if (rst) begin
            rs1_v = '0;
            rs2_v = '0;
        end else begin
            rs1_v = (rs1_s != 5'd0) ? rs1_data : '0;
            rs2_v = (rs2_s != 5'd0) ? rs2_data : '0;
        end
    end
endmodule : regfile

==> notes.md <==
Status on the layout run. For this design, the slowest cell found on the critical path is buf_4. Sorting the Yosys area breakdown by cell type puts at the top edfxtp_1. Overall chip area landed at 141000 um^2. Adding up every negative setup slack in the final design gives 0 ns. Minimum clock period landed at 14.42 ns. Total count of max-transition violations in the final report landed at 0. Post-synthesis async set-or-reset flop share landed at 0%. The power report puts the leakage power at 21.8 nW. After synthesis, the design contains 3983 cells according to Yosys. After global routing the overflow that remains totals 0. Number of levels the H-tree was split into landed at 3. For reference, the top logic cell family by area is multiplexers. The script logs the mean routed wire length per placed instance as 33.3 um. The final timing report counts setup violations totalling 0.

Along the worst path, the maximum fanout reaches 82. Internal portion of total power landed at 3.20 mW. The largest registers in the layout are data (1024). Setup repair after global routing left no endpoint under its margin. The tool flagged a number of max-cap violations equal to 0. Counting the warning lines in the Yosys log gives 1. Dividing the detail-routed via count by the number of cells gives 6.05. Port buffer count landed at 113. Worst endpoint required time landed at 19.28 ns. The path class of the tightest hold or removal check is primary input to flop. Looking at the cell usage after synthesis, the top flip-flop cell is edfxtp_1. The main area contributors are edfxtp_1, mux4_2, and2_1. Final weighted congestion in routability-driven placement landed at 0.939. Per the synthesis report, the adder-cell share of the synthesized area is 0%.

Before any placement, the netlist area is recorded as 55800 um^2. Peak supply drop landed at 0.0571 mV. Wire length reported by the detailed router landed at 195000 um. Of the total power, the clock network draws 38.4%. The first global-routing pass estimated 275000 um of wire. In this run the post-CTS setup repair buffer count came out at 0. In this run the power spent charging and discharging nets is 1.08 mW.

Post-route antenna net violation count landed at 0. The initial antenna violation count is 5. Total global routing track utilization landed at 30.1%. TritonRoute reported its final design rule violation total as 0.

Count of vias placed by the detailed router landed at 35511. In this run the most used layer during global routing was met2. The largest register by flop count is data. The synthesis stat section lists a flop and latch total of 1024. Averaged over all synthesized cells, the footprint is 14.0 um^2. Looking at the max-slew report, the worst-margin pin has a slew of 0.947 ns.

The flow measured a signed area growth from synthesis to layout of 11.5%. Power per standard cell area landed at 68.9 nW/um^2. Chip area line of the yosys report landed at 55800 um^2. Utilization after layout landed at 45.1%. The flow ran to the end, and the final reports show no timing, DRC or antenna violations.

Logged for this run, the post-placement worst setup slack is 9.59 ns. STA classifies the critical path startpoint as a primary input. Per the post-CTS timing run, clock transition at the registers of the reported paths is 0.06 ns. Fraction of layout cells with a size suffix above 1 landed at 19.2%. Combinational logic burns 12.5% of the power. Vertical die dimension landed at 375 um. After Yosys synthesis, XOR and XNOR cells account for 0.157% of the synthesized area. Number of warnings the tools reported landed at 26.

Counting stages on the worst path, the most repeated cell is buf_4. For met1 alone, demand over resource in global routing was 36.0%. After legalization and detailed placement, the total HPWL measured 110000 um. Setup slack after layout landed at 9.68 ns. The root buffer cell chosen for the clock tree is clkbuf_16. The register with the most flip-flops in the layout has 1024 of them. Simple-gate share of the synthesized area landed at 13.3%.

The clock net in this run drives a total of 1024 sinks. Non-filler instance count after layout landed at 5869. Global routing consumed, on the met2 layer, 42.3% of the routing resources.

Per the timing report, the achievable frequency comes out to 0.0693 GHz. Share of the clock period used by the worst path after layout landed at 59.8%. After clock tree synthesis, the flow added hold-fix buffers numbering 0. Cell area after placement landed at 58700 um^2. Number of unique standard cell types used by synthesis landed at 52. Number of fill cells landed at 11931.

The critical path is of the primary input to primary output type. The post-synth count of flops with an enable pin is 1024. Of the post-synthesis cell area, the dominant cell type holds 55.2%. Area fraction in compound gates after synthesis landed at 6.42%. Before antenna repair, the detailed router went through 5 iterations. The report lists the cells along the critical path as buf_8 > buf_4 > buf_4 > buf_12 > buf_4 > mux4_2 > a22o_1 > a31oi_1 > a31oi_1 > clkdlybuf4s50_1.

Of the total power, registers draw 49.1%. The OpenROAD report gives the critical path a data arrival time of 9.60 ns. Area of the core region landed at 138000 um^2.

Of the synthesized area, sequential elements account for 55.2%. Per the breakdown, switching nets consume 25.3% of all power. The detailed placer reported the number of placed instances as 5659. Largest stage delay on the critical path landed at 0.64 ns. Horizontal die dimension landed at 375 um. Routing usage on met3 landed at 21.9%. Number of cells produced by synthesis landed at 3983. Violation tally from detailed-route iteration zero landed at 2326. TritonCTS built the clock tree. The clock passes through at most 3 buffers. Entering global routing, the biggest net connects 83 pins. Multiplexer fraction of the synthesized cell area landed at 21.2%.

Post-layout instance area landed at 62200 um^2. In this run, post-CTS repair resized a total of 0 instances. Share of the core filled by cells before placement landed at 40.4%. STA classifies the critical path endpoint as a primary output. Number of top-level design ports landed at 114. Number of hold violations in the final report landed at 0. Via count of the first global-routing pass landed at 37623. Tightest slew margin relative to the limit landed at 36.6%. Number of buffers added by the clock tree synthesis step landed at 113. The initialized floorplan defines 136 standard-cell rows.
==> final timing paths <==
path                 start     endpoint  slack (ns)  cells past startpoint
setup / recovery  rs2_s[0]    rs2_v[22]        9.68                     10
hold / removal         rst  data[0][31]        4.47                      1
==> cell usage in the layout, fill, tap and decap left out, types with 77 or more instances in the layout <==
master,netlist,final
clkbuf_16,0,115
a31oi_1,77,77
o22ai_1,86,86
o221ai_1,78,78
mux4_2,320,320
edfxtp_1,1024,1024
buf_4,39,170
mux2i_1,410,410
o21ai_0,123,123
clkdlybuf4s50_1,0,102
and2_1,1012,1011
==> cell type report <==
cell class	instances	area (um^2)	share of cell area [%]
antenna	1	2.50	0.00402
clock buffer	141	2980	4.78
clock inverter	68	465	0.749
inverter	1	3.75	0.00604
multi-input combinational	2557	23300	37.5
sequential	1024	30700	49.5
tap	1794	2240	3.61
timing repair buffer	283	2420	3.89
==> cell families (layout without fill, tap and decap cells) <==
kind of cell,Yosys count,after routing
AND/OR/NAND/NOR,1222,1222
flip-flops,1024,1024
multiplexers,774,774
AND-OR/OR-AND,519,519
buffers and inverters,433,493
XOR/XNOR,10,10
other,1,33
==> stage by stage <==
stage	power [mW]	hold WS, ns
finish	4.28	4.47
global placement	2.66	5.18
CTS	4.29	4.42
detailed placement	2.67	5.18
floorplan	2.44	5.02
global route	4.40	4.47
==> worst max-delay path: cells and delay by family <==
kind / cells / cell delay (ns)
buffers and inverters: 6 / 3.14
AND-OR/OR-AND: 3 / 0.87
multiplexers: 1 / 0.58
==> power groups by stage <==
stage | Clock [mW] | Sequential [mW] | Combinational, mW
after global routing | 1.72 | 2.12 | 0.561
final | 1.64 | 2.10 | 0.537
after CTS | 1.66 | 2.10 | 0.530
==> synthesized netlist by cell type (44+ instances only) <==
cell type  number
o221ai_1       78
clkbuf_1      300
buf_2          44
nor2b_1        51
mux2_2         44
o21ai_0       123
a22oi_1        59
and2_1       1012
o22ai_1        86
a31oi_1        77
edfxtp_1     1024
nand2_1        45
mux4_2        320
mux2i_1       410
==> metal layers <==
layer / vias up / wire length [um]
li1: 15173 / -
met1: 17322 / 64900
met2: 2571 / 86500
met3: 433 / 33700
met4: 12 / 9610
met5: - / 435
Power is estimated from default activity; no workload was simulated.
