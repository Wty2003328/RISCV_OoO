==> design/flow/config.mk <==
export PLATFORM = sky130hd
export DESIGN_NAME = cache_adapter
export DESIGN_NICKNAME = cache_adapter
export VERILOG_FILES = /design/flow/design.v
export SDC_FILE = /design/flow/constraint.sdc
export NUM_CORES = 4
export LEC_CHECK = 1
export CORE_AREA = 10 10 441 441
export DIE_AREA = 0 0 451 451
==> design/flow/constraint.sdc <==
current_design cache_adapter

set clk_period 22.4
set clk_io_pct 0.2

create_clock -name clk0 -period $clk_period [get_ports {clk}]

set non_clock_inputs [all_inputs -no_clocks]
set_input_delay [expr $clk_period * $clk_io_pct] -clock clk0 $non_clock_inputs
set_output_delay [expr $clk_period * $clk_io_pct] -clock clk0 [all_outputs]
==> design/flow/design.v <==
interface mem_itf_w_mask #(
    parameter               CHANNELS = 1,
    parameter               DWIDTH = 32,
    parameter               MWIDTH = DWIDTH / 8
)(
    input   bit             clk,
    input   bit             rst
);
    logic   [31:0]          addr    [CHANNELS];
    logic   [MWIDTH-1:0]    rmask   [CHANNELS];
    logic   [MWIDTH-1:0]    wmask   [CHANNELS];
    logic   [DWIDTH-1:0]    rdata   [CHANNELS];
    logic   [DWIDTH-1:0]    wdata   [CHANNELS];
    logic                   resp    [CHANNELS];
    bit                     error = 1'b0;
    modport dut (
        input               clk,
        input               rst,
        output              addr,
        output              rmask,
        output              wmask,
        input               rdata,
        output              wdata,
        input               resp
    );
    modport mem (
        input               clk,
        input               rst,
        input               addr,
        input               rmask,
        input               wmask,
        output              rdata,
        input               wdata,
        output              resp,
        output              error
    );
    modport mon (
        input               clk,
        input               rst,
        input               addr,
        input               rmask,
        input               wmask,
        input               rdata,
        input               wdata,
        input               resp,
        output              error
    );
endinterface
interface mem_itf_wo_mask #(
    parameter               CHANNELS = 1,
    parameter               DWIDTH = 32
)(
    input   bit             clk,
    input   bit             rst
);
    logic   [31:0]          addr    [CHANNELS];
    logic                   read    [CHANNELS];
    logic                   write   [CHANNELS];
    logic   [DWIDTH-1:0]    rdata   [CHANNELS];
    logic   [DWIDTH-1:0]    wdata   [CHANNELS];
    logic                   resp    [CHANNELS];
    bit                     error = 1'b0;
    modport dut (
        input               clk,
        input               rst,
        output              addr,
        output              read,
        output              write,
        input               rdata,
        output              wdata,
        input               resp
    );
    modport mem (
        input               clk,
        input               rst,
        input               addr,
        input               read,
        input               write,
        output              rdata,
        input               wdata,
        output              resp,
        output              error
    );
    modport mon (
        input               clk,
        input               rst,
        input               addr,
        input               read,
        input               write,
        input               rdata,
        input               wdata,
        input               resp,
        output              error
    );
endinterface
interface mem_itf_banked(
    input   bit             clk,
    input   bit             rst
);
    logic   [31:0]          addr;
    logic                   read;
    logic                   write;
    logic   [63:0]          wdata;
    logic                   ready;
    logic   [31:0]          raddr;
    logic   [63:0]          rdata;
    logic                   rvalid;
    bit                     error = 1'b0;
    modport dut (
        input               clk,
        input               rst,
        output              addr,
        output              read,
        output              write,
        output              wdata,
        input               ready,
        input               raddr,
        input               rdata,
        input               rvalid
    );
    modport mem (
        input               clk,
        input               rst,
        input               addr,
        input               read,
        input               write,
        input               wdata,
        output              ready,
        output              rdata,
        output              raddr,
        output              rvalid,
        output              error
    );
    modport mon (
        input               clk,
        input               rst,
        input               addr,
        input               read,
        input               write,
        input               wdata,
        input               ready,
        input               rdata,
        input               raddr,
        input               rvalid,
        input               error
    );
endinterface
interface mon_itf#(
            parameter       CHANNELS = 1
)(
    input   bit             clk,
    input   bit             rst
);
            logic           valid     [CHANNELS];
            logic   [63:0]  order     [CHANNELS];
            logic   [31:0]  inst      [CHANNELS];
            logic   [4:0]   rs1_addr  [CHANNELS];
            logic   [4:0]   rs2_addr  [CHANNELS];
            logic   [31:0]  rs1_rdata [CHANNELS];
            logic   [31:0]  rs2_rdata [CHANNELS];
            logic   [4:0]   rd_addr   [CHANNELS];
            logic   [31:0]  rd_wdata  [CHANNELS];
                logic   [5:0]   frs1_addr [CHANNELS];
                logic   [5:0]   frs2_addr [CHANNELS];
                logic   [5:0]   frs3_addr [CHANNELS];
                logic   [31:0]  frs1_rdata[CHANNELS];
                logic   [31:0]  frs2_rdata[CHANNELS];
                logic   [31:0]  frs3_rdata[CHANNELS];
                logic   [5:0]   frd_addr  [CHANNELS];
                logic   [31:0]  frd_wdata [CHANNELS];
            logic   [31:0]  pc_rdata  [CHANNELS];
            logic   [31:0]  pc_wdata  [CHANNELS];
            logic   [31:0]  mem_addr  [CHANNELS];
            logic   [3:0]   mem_rmask [CHANNELS];
            logic   [3:0]   mem_wmask [CHANNELS];
            logic   [31:0]  mem_rdata [CHANNELS];
            logic   [31:0]  mem_wdata [CHANNELS];
            bit             halt  = 1'b0;
            bit             error = 1'b0;
endinterface
module cache_adapter (
    input   logic               clk,
    input   logic               rst,
    input   logic               read,
    input   logic    [31:0]     addr_cpu,
    output logic                bmem_read,  
    output logic    [31:0]      bmem_addr,  
    output logic                bmem_write,  
    input   logic   [63:0]      rdata_in,
    input   logic   [31:0]      raddr_in,  
    input   logic               r_valid,   
    output  logic   [255:0]     rdata_out,
    output  logic               r_resp,      
    output  logic   [31:0]      raddr_out,
    input   logic   [255:0]     wdata_in,  
    input   logic               w_valid,
    output  logic   [63:0]      wdata_out,
    output  logic               w_resp,
    output  logic   [31:0]      waddr_out
);
logic   [255:0]   data, data_next, wdata_in_reg;
logic   [1:0]     counter, counter_next;
logic   [31:0]    addr;
logic   [63:0]    wdata_out_next;
logic   [31:0]    bmem_addr_next;
logic   bmem_read_next, bmem_write_next, in_use, in_use_next;
always_ff @(posedge clk) begin
    if(rst) begin
        bmem_read_next <= '0;
        bmem_addr_next <= '0;
    end else begin
        bmem_read_next <= read;
        in_use_next <= in_use;
        if(read) begin
            bmem_addr_next <= addr_cpu;
        end 
        else if(w_valid) begin
            bmem_addr_next <= addr_cpu; 
            wdata_in_reg <= wdata_in;  
        end
    end
end
assign bmem_read = (!bmem_read_next) && (read) ;  
always_comb begin
    data = data_next;
    wdata_out_next = '0;
    bmem_write = '0;
    bmem_addr = '0;
    in_use = in_use_next;
    if(read) begin
        bmem_addr = addr_cpu;
        in_use = 1'b1;  
    end 
    else if(w_valid) begin
        bmem_addr = addr_cpu; 
        in_use = 1'b1;  
    end
    counter_next = counter;
    if(r_valid) begin
        case (counter)
            2'd0: data[63:0]     = rdata_in;
            2'd1: data[127:64]   = rdata_in;
            2'd2: data[191:128]  = rdata_in;
            2'd3: begin 
                data[255:192]  = rdata_in;
                in_use = '0;
            end
        endcase
        counter_next = counter + 1'b1;
    end
    if(w_valid) begin
        case (counter)
            2'd0: wdata_out_next  = wdata_in[63:0];
            2'd1: wdata_out_next  = wdata_in_reg[127:64] ;
            2'd2: wdata_out_next  = wdata_in_reg[191:128];
            2'd3: begin 
                wdata_out_next  = wdata_in_reg[255:192];
                in_use = '0;
            end
        endcase
        counter_next = counter + 1'b1;
        bmem_write = 1'b1;  
    end
    if(counter == 2'h3)
        counter_next = '0;
end
assign wdata_out = wdata_out_next;
always_ff @(posedge clk) begin
    if(rst) begin
        counter <= 2'b0;
        r_resp   <= 1'b0;
        w_resp <= 1'b0;
        addr    <= 32'b0;
        data_next <= '0;
    end else begin
        if (r_valid) begin  
            data_next <= data;
            if(counter_next == 2'd0) begin
                addr <= raddr_in;
            end
            counter <= counter_next;
            if(counter_next == 2'd3) begin  
                r_resp   <= 1'b1;  
            end else begin
                r_resp   <= 1'b0;
            end
        end 
        else if (w_valid) begin
            counter <= counter_next;
            if(counter_next == 2'd0) begin
                addr <= addr_cpu;
            end
            if(counter == 2'd3) begin  
                w_resp   <= 1'b1;
            end else begin
                w_resp   <= 1'b0;
            end
        end 
        else begin
            r_resp <= 1'b0;
            w_resp <= 1'b0;
        end
    end
end
assign  rdata_out = data;
assign  raddr_out = addr;
assign  waddr_out = addr;
endmodule
==> design/flow/run.sh <==
#!/bin/bash
# OpenROAD 26Q1-2900-gdf79404cd8, Yosys 0.63+post, stock flow scripts
make -C /OpenROAD-flow-scripts/flow DESIGN_CONFIG=/design/flow/config.mk WORK_HOME=/design/flow/orfs finish
==> impl_metrics.ini <==
; yosys + openroad results
[synthesis]
syn_area_sq_um = 20630
most_common_cell = nor2b_1
synth_cells = 1528
ys_warn_count = 1
top_area_frac = 0.2843
ys_ff = 485
async_reset_ff_frac = 0
ys_area_sq_um = 20630
ff_type = dfxtp_1
synth_area_per_cell_sq_um = 13.50
common_cells = nor2b_1, dfxtp_1, mux2_4, edfxtp_1, a21oi_1
edf_count = 192
ys_cells = 1528
top_cells_by_area = dfxtp_1, edfxtp_1, mux2_4
ys_types = 25
top_area_cell = dfxtp_1
yosys.stat.seqShare = 0.5637

[clock_network]
cts_tree = done
cts_sinks = 485
post_cts_buffers = 0
htreeDepth = 2
ctsHoldBuffers = 0
cts_root_buffer = clkbuf_16
cts_buffers = 57
post_cts.resized_instances = 0
clk_latency_ns = 0.67
clk_pin_slew_worst_paths_ns = 0.06
clockBufferDepth = 3

[critical_path]
crit_required_ns = 17.92
r2r-start = counter[0]
r2r_cells = 7
rrSetupSlack_ns = 19.21
path_class = input port to output pin
endpoint_kind = output pin
start_kind = input port
reg2reg_to = data_next[190]
crit_fanout = 26
arrival_ns = 7.09

[final_timing]
grt_setup_unrepaired = false
hold_viol = 0
maxSlewViolCount = 0
timing.final.crit_share = 0.5165
fin_hold_ws_ns = 0.4738
setup_viol = 0
slew_headroom = 0.4017
tightestPinTransition_ns = 0.8974
clock.fmax_mhz = 86.43
skew_ns = 0.04190
final.setup.tns_ns = 0
postLayoutSetupSlackWorst_ns = 10.83
period_minus_slack_ns = 11.57

[cells_and_area]
fillers = 20250
seq_area_sq_um = 11630
area_growth_pct = 60.69
logic_area_sq_um = 8135
final_layout_size_suffix_gt1_frac = 0.1843
stdcell_count = 4817
largest_register_ffs = 256

[worst_hold_path]
hp-class = flop to flop
hold_path_depth = 2
holdPathEnd = w_resp
hold_start = w_resp

[die]
core_sq_um = 185000
fp.dieH_um = 451
die_area_sq_um = 203400
floorplan.core_util = 0.1115
die_width_um = 451
rows = 158
io_pins = 809

[route]
dr.pass1.iters = 5
drt_iter0_drc = 810
remaining_drc_errors = 0
wl_per_cell_um = 19.27
wirelength_um = 92810
vias = 14730
viasPerCell = 3.058
antenna_left = 0

[place]
dp_slack_ns = 10.74
numPlacedInstances = 4701
place_congestion = 0.8973
hpwlAfterDp_um = 72830
port_buffers = 808

[grt]
grt_pass1_wl_um = 124700
antenna_found_initial = 9
track_usage = 0.08769
grt_pass1_vias = 15310
grt.overflow.total = 0
grt_max_degree = 73

[power_and_ir_drop]
cellPowerDensity_nw_per_um2 = 71.45
p_leak_nw = 12.16
ir_drop_mv = 0.06616
p_total_mw = 2.369

[flow_run]
max-cap-violations = 0
warnings = 28

[status]
status = finished, final reports clean
per-layer routing:
metal | up-vias | routed length [um] | global-route usage | share of wire
met5 | - | 17 | 0 | 0.00018
met4 | 2 | 3328 | 0.02749 | 0.036
met3 | 101 | 6493 | 0.02646 | 0.070
met2 | 500 | 49920 | 0.1606 | 0.54
met1 | 7172 | 33050 | 0.09614 | 0.36
li1 | 6953 | - | - | -
worst max-delay path by stage:
stage / from / endpoint / slack (ns) / cells after the start
global route: r_valid / rdata_out[190] / 10.70 / 6
CTS: r_valid / rdata_out[191] / 10.74 / 6
finish: r_valid / rdata_out[190] / 10.83 / 6
report_power, final:
group          leakage, nW  switching (mW)  internal (mW)
clock                0.947           0.407          0.551
sequential            4.14          0.0165          0.961
combinational         7.07           0.175          0.259
worst max-delay path, stage by stage:
cell and delay, ns:
buf_4 0.21, nand2_4 0.47, buf_4 0.53, buf_4 0.44
mux2_2 0.40, clkdlybuf4s50_1 0.41
cell type report:
class | count | area share
flip-flops and latches | 485 | 0.3508
repair buffers | 841 | 0.2513
multi-input cells | 892 | 0.2454
well taps | 2480 | 0.09359
clock buffers | 78 | 0.04834
clock inverters | 29 | 0.009509
diodes | 9 | 0.0006792
inverters | 3 | 0.0004151
cells by family after synthesis:
group,synth area share
AND-OR/OR-AND,0.06391
adder cells (fa/ha/maj),0.002426
buffers and inverters,0.04481
flip-flops,0.5637
multiplexers,0.2164
AND/OR/NAND/NOR,0.1088
metrics by stage:
stage	utilization	area, sq um
after floorplan	-	20630
after global placement	0.1687	31220
after detailed placement	0.1687	31220
after CTS	0.1791	33130
after global routing	0.1791	33140
final	0.1792	33160
cell usage in the layout, fill, tap and decap left out, drive strengths merged:
| cell | n |
|---|---|
| edfxtp | 192 |
| clkbuf | 78 |
| nor2b | 323 |
| diode | 9 |
| bufinv | 4 |
| nand3b | 2 |
| mux2 | 288 |
| nor3b | 1 |
| clkdlybuf4s50 | 805 |
| clkinv | 16 |
| o21ai | 65 |
| o22ai | 1 |
| dfxtp | 293 |
| or3b | 1 |
| a21oi | 68 |
| ha | 4 |
| clkinvlp | 2 |
| buf | 36 |
| nor2 | 35 |
| inv | 10 |
| nand3 | 1 |
| nand2 | 7 |
| mux2i | 32 |
| a222oi | 64 |
No activity file was given, so power comes from the tool's default toggle rates.
